<file path="design/flow/design.v">
module pid #(
  parameter real k_p = 0.9,
  parameter real k_i = 0.9,
  parameter real k_d = 0.9
) (
  input                      clk    ,
  input                      reset  ,
  input  logic signed [15:0] refer  ,
  input  logic signed [15:0] data   ,
  input                      enable ,
  output logic signed [15:0] control
);
  localparam integer b0 = integer'(k_p * 1024);
  localparam integer b1 = integer'(k_i * 1024);
  localparam integer b2 = integer'(k_d * 1024);
  logic signed [31:0] error     ;
  logic signed [31:0] prev_error;
  logic signed [31:0] prev_int  ;
  logic signed [31:0] P, I, D;
  assign P = error                ;
  assign I = (error + prev_int)   ;
  assign D = (error - prev_error) ;
  assign control = (P * b0 + I * b1 + D * b2) >>> 10;
  always_ff @(posedge clk or posedge reset)
    begin
      if (reset)
        begin
          error      <= '0;
          prev_error <= '0;
          prev_int   <= '0;
        end
      else
        begin
          if (enable)
            begin
              error      <= refer - data;
              prev_error <= error;
              prev_int   <= (I<0)?0:I;							
            end
        end
    end
endmodule
module pid_control #(
  parameter SENSOR_ADDR = 16'h0000,
  parameter PWM_ADDR    = 16'h0000,
  parameter INIT_REFER  = 0       ,
  parameter PWM_WIDTH   = 16      ,
  parameter TEMP_WIDTH  = 16
) (
  input                         clk               ,
  input                         reset             ,
  output logic [TEMP_WIDTH-1:0] temp_address      ,
  output logic                  temp_read         ,
  input        [          31:0] temp_readdata     ,
  input                         temp_readdatavalid,
  input                         temp_waitrequest  ,
  output logic [ PWM_WIDTH-1:0] pwm_address       ,
  output logic                  pwm_write         ,
  output logic [          31:0] pwm_writedata     ,
  input                         pwm_waitrequest   ,
  input        [           1:0] csr_address       ,
  input                         csr_write         ,
  input        [          31:0] csr_writedata     ,
  input                         csr_read          ,
  output logic [          31:0] csr_readdata
);
  enum logic [3:0] {
    TEMP_IDLE,
    TEMP_RESET,
    TEMP_READ,
    TEMP_CALC,
    TEMP_READ_PID,
    TEMP_WRITE_PID,
    TEMP_FINISH
  } temp_state;
  logic signed [15:0] readed_temp;
  logic               enable_pid ;
  logic signed [15:0] pid_wire   ;
  logic signed [15:0] pid_data   ;
  logic signed [15:0] refer      ;
  always_ff @(posedge clk or posedge reset)
    begin
      if (reset)
        begin
          refer <= INIT_REFER;
        end
      else
        begin
          if (csr_write)
            case (csr_address)
              2'h0 : refer <= csr_writedata;
            endcase
          else if (csr_read)
            case (csr_address)
              2'h0 : csr_readdata <= {{24{refer[7]}}, refer};
              2'h1 : csr_readdata <= readed_temp;
            endcase
          else
            begin
              csr_readdata <= '0;
            end
        end
    end
  always_ff @(posedge clk or posedge reset)
    begin
      if (reset)
        begin
          temp_state    <= TEMP_RESET;
          readed_temp   <= '0;
          temp_read     <= '0;
          temp_address  <= '0;
          enable_pid    <= '0;
          pid_data      <= '0;
          pwm_address   <= '0;
          pwm_write     <= '0;
          pwm_writedata <= '0;
        end
      else
        begin
          pid_data <= pid_wire;
          case (temp_state)
            TEMP_IDLE :
              begin
                temp_address <= SENSOR_ADDR;
                temp_read    <= 1'b1;
                enable_pid   <= '0;
                if (~temp_waitrequest)
                  temp_state <= TEMP_READ;
              end
            TEMP_READ :
              begin
                temp_read    <= 1'b0;
                temp_address <= '0;
                if (temp_readdatavalid)
                  begin
                    readed_temp <= temp_readdata;
                    temp_state  <= TEMP_CALC;
                  end
              end
            TEMP_CALC :
              begin
                enable_pid <= 1'b1;
                temp_state <= TEMP_READ_PID;
              end
            TEMP_READ_PID :
              begin
                enable_pid <= '0;
                temp_state <= TEMP_WRITE_PID;
              end
            TEMP_WRITE_PID :
              begin
                pwm_address   <= PWM_ADDR;
                pwm_write     <= 1'b1;
                pwm_writedata <= (pid_data < 0) ? 0 : (pid_data > 4095) ? 4095 : pid_data;
                temp_state    <= TEMP_FINISH;
              end
            TEMP_FINISH :
              begin
                if (!pwm_waitrequest)
                  begin
                    pwm_address   <= '0;
                    pwm_writedata <= '0;
                    pwm_write     <= '0;
                    temp_state    <= TEMP_IDLE;
                  end
              end
            default : temp_state <= TEMP_IDLE;
          endcase
        end
    end
  pid #(
    .k_p(0.9  ),
    .k_i(0.0004),
    .k_d(0.5  )
  ) pid_inst (
    .clk    (clk        ),
    .reset  (reset      ),
    .refer  (refer      ),
    .data   (readed_temp),
    .enable (enable_pid ),
    .control(pid_wire   )
  );
endmodule
</file>
<file path="design/flow/config.mk">
export PLATFORM = sky130hd
export DESIGN_NAME = pid_control
export DESIGN_NICKNAME = pid_control
export VERILOG_FILES = /design/flow/design.v
export SDC_FILE = /design/flow/constraint.sdc
export NUM_CORES = 4
export LEC_CHECK = 1
export CORE_UTILIZATION = 40
export SYNTH_HDL_FRONTEND = slang
</file>
<file path="design/flow/run.sh">
#!/bin/bash
# OpenROAD 26Q1-2900-gdf79404cd8, Yosys 0.63+post, stock flow scripts
make -C /OpenROAD-flow-scripts/flow DESIGN_CONFIG=/design/flow/config.mk WORK_HOME=/design/flow/orfs finish
</file>
<file path="design/flow/constraint.sdc">
current_design pid_control

set clk_period 12.1
set clk_io_pct 0.2

create_clock -name clk0 -period $clk_period [get_ports {clk}]

set non_clock_inputs [all_inputs -no_clocks]
set_input_delay [expr $clk_period * $clk_io_pct] -clock clk0 $non_clock_inputs
set_output_delay [expr $clk_period * $clk_io_pct] -clock clk0 [all_outputs]
</file>
==> impl_metrics.json <==
{
  "postSynthAreaPerCell_um2": 9.35,
  "ctsHoldBuffers": 0,
  "clockRootBuffer": "clkbuf_16",
  "vias": 7173,
  "clock_latency_ns": 0.42,
  "antenna_found_initial": 0,
  "cts_setup_buffers": 0,
  "post-route-period-util_pct": 57.0,
  "tightest_slew_ns": 0.813,
  "numCtsBuffers": 17,
  "place.gp.congestion": 0.831,
  "cts.htree.levels": 4,
  "comb_area_um2": 6070,
  "dieArea_um2": 26500,
  "dp_cells": 1497,
  "ys_cells": 1106,
  "clock_sinks": 124,
  "grt_max_degree": 57,
  "wl_met2_mm": 8.69,
  "clk_pin_slew_ns": 0.06,
  "netlist_top_cells_area": "dfrtp_1, ha_1, fa_1",
  "post-dp-hpwl_mm": 15.1,
  "die_w_um": 163,
  "grt_overflow_total": 0,
  "synth-edff-count": 17,
  "ys_ff": 124,
  "clock_skew_ns": 0.0122,
  "flop_area_um2": 3190,
  "grt_setup_unrepaired": "false",
  "cts_tree": "done",
  "wl_met3_um": 993,
  "pin_count": 171,
  "drcViolationCount": 0,
  "wl_per_cell_um": 12.7,
  "period_minus_slack_ns": 6.90,
  "vias_per_cell": 4.69,
  "warnings": 59,
  "timing.fmax_ghz": 0.145,
  "top_area_cell": "dfrtp_1",
  "dr.pass1.iters": 4,
  "drive_gt1_share_pct": 7.26,
  "area_growth_pct": 15.3,
  "fillers": 2365,
  "synth_cell_types": 75,
  "cts.path.max_buffers": 2,
  "path_class": "reg2reg",
  "netlist_area_um2": 10300,
  "worstPathRequired_ns": 12.44,
  "ys_area_um2": 10300,
  "fp.coreArea_um2": 25300,
  "r2r_setup_slack_ns": 5.20,
  "die_height_um": 163,
  "grt_pass1_wl_mm": 33.4,
  "synth_top_area_share_pct": 25.6,
  "maxSlewViolCount": 0,
  "mostFrequentLayoutCell": "inv_1",
  "finalSetupViolCount": 0,
  "hold_class": "reg2reg",
  "syn-instance-count": 1106,
  "finalHoldViolations": 0,
  "start_kind": "flop",
  "routed_wl_mm": 19.4,
  "crit_path_max_fanout": 7,
  "max_cap_viol_count": 0,
  "grt_pass1_vias": 7028,
  "antenna_cells": 0,
  "flop_cell": "dfrtp_1",
  "initCoreUtil_pct": 41.0,
  "fin_cells": 1529,
  "top_layer_used": "met4",
  "status": "finished clean",
  "post_cts_resized": 0,
  "crit_arrival_ns": 7.24,
  "rows": 58,
  "async_flop_share_pct": 86.3,
  "relSlewSlack_pct": 45.7,
  "ant_nets": 0,
  "worstSetupEndpointType": "flop",
  "setup_tns_ns": 0,
  "met1_length_mm": 9.52,
  "final_cell_mix": "inv_1, ha_1, dfrtp_1",
  "drt_iter0_drc": 312,
  "yosys_warnings": 0,
  "ys_seq_share_pct": 30.8,
  "grtUsageTotal_pct": 16.1,
  "port_buffers": 89
}
[sequential cells by signal (all words and copies together) (netlist names), 7 cells and up]
name,cells
readed_temp,16
pid_data,16
csr_readdata,17
temp_state,7
pwm_writedata,15
pid_inst.prev_error,17
refer,16
pid_inst.P,17
[critical path, stage by stage, from the launching register on]
cell      delay [ns]
dfrtp_1         0.49
ha_1            0.36
inv_1           0.05
fa_1            0.48
fa_1            0.54
fa_1            0.44
fa_1            0.51
inv_1           0.04
ha_1            0.34
and3_1          0.20
a221o_1         0.28
a31o_1          0.24
a21oi_4         0.20
nor2b_1         0.10
o21a_1          0.18
o21a_1          0.16
nor2_1          0.10
xnor2_1         0.17
ha_1            0.25
a21o_1          0.14
a21oi_1         0.10
o21ai_0         0.41
a311oi_2        0.11
or4_4           0.53
o211ai_2        0.08
xor2_1          0.18
xnor2_1         0.13
[kinds of logic after synthesis]
kind of cell / share of synthesized area [%]
flops: 30.8
xor+xnor: 4.06
mux: 2.69
other cells: 0.0362
buf+inv: 12.4
fa+ha+maj: 25.3
simple gates: 11.5
compound gates: 13.2
[metal layers]
layer,global-route usage [%],up-vias
met2,24.4,136
met4,1.32,0
met3,4.16,13
met5,0,-
li1,-,3711
met1,24.9,3313
[synth_stat cells (14+ instances only)]
cell and instances:
nor3_1 22, nand2_1 104, xnor2_1 36, a21oi_1 28, buf_4 64, inv_1 190, edfxtp_1 17, dfrtp_1 106
clkbuf_1 17, or3_1 14, o21ai_0 70, nor2_1 57, nor2b_1 15, fa_1 60, mux2_2 22, ha_1 113
a21boi_0 19
[cell type report]
cell class | instances | area share [%]
clock inverter | 14 | 1.42
timing repair buffer | 96 | 7.91
clock buffer | 18 | 3.60
multi-input combinational | 755 | 50.8
inverter | 192 | 6.06
tap | 330 | 3.46
sequential | 124 | 26.7
[final timing paths]
| check | cells past startpoint | endpoint | from |
|---|---|---|---|
| max in group asynchronous | 3 | pid_data[8] | reset |
| worst max register to register | 26 | pid_data[15] | pid_inst.P[2] |
| min in group asynchronous | 2 | refer[7] | reset |
| worst max-delay path | 26 | pid_data[15] | pid_inst.P[2] |
| worst min-delay path | 0 | temp_state[2] | temp_state[6] |
| worst min register to register | 0 | temp_state[2] | temp_state[6] |
[metrics by stage]
step                      cell area (um2)  setup slack (ns)  hold WS (ns)  utilization [%]
after floorplan                     10500              5.66         0.354                -
after global placement              11300              5.23         0.364             44.9
after detailed placement            11300              5.17         0.366             44.9
after CTS                           11900              5.16         0.378             47.3
after global routing                11900              4.77         0.401             47.3
final                               11900              5.20         0.373             47.3
